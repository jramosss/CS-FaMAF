File: ./design.v
module adder #(parameter N = 64)
					(input logic [N-1:0] a, b,
					output logic [N-1:0] y);
	assign y = a + b;
endmodule
module alu (input logic [63:0] a, b, 
                input logic [3:0] ALUControl,
                output logic [63:0] result,
                output logic zero, write_flags,
                output logic [3:0] CPSR_flags);
    logic V,N, Z, C;
    always_comb begin
        case(ALUControl)
                4'b0000: {C,result} = a & b;
                4'b0001: {C,result} = a | b;
                4'b0010: {C,result} = a + b;   
                4'b0110: {C,result} = a - b; 
                4'b0111: {C,result} = b; 
                4'b1100: {C,result} = ~(a | b);
                4'b1010: {C,result} = a + b;  
                4'b1110: {C,result} = a + (~b + 64'b1);  
                4'b1001: {C,result} = a;  
            default: {C,result} = 64'b0; 
        endcase
          write_flags = ((ALUControl === 4'b1010) || (ALUControl === 4'b1110));
          zero = (result === 0); 
          V = (a[63] ^ b[63]) ? '0 : (result[63] ^ a[63]);
          N = (result < 0);
          Z = zero;
          if (write_flags) begin
                CPSR_flags[0] = V;
                CPSR_flags[1] = C;
                CPSR_flags[2] = N;
                CPSR_flags[3] = Z;
          end
          else begin
                CPSR_flags = 4'b0;
            end
    end
endmodule 
module bcondcheck(input logic [3:0] CPSR_flags,                  					
						input logic [4:0] qIF_ID,					
						output logic condBranch);
logic Z,N,C,V;
assign Z = CPSR_flags[0];
assign N = CPSR_flags[1];
assign C = CPSR_flags[2];
assign V = CPSR_flags[3];
always_comb
	case(qIF_ID)
		5'b00000: condBranch =  Z;								 
		5'b00001: condBranch = ~Z;								 
		5'b01010: condBranch = (N===V);						 
		5'b01011: condBranch = (N !== V);						 
		5'b01100: condBranch = (Z===0) & (N===V);			 
		5'b01101: condBranch = ~((Z===0) & (N===V));		 
		5'b01000: condBranch = (Z===0) & C;					 
		5'b01001: condBranch = ~((Z===0) & C); 				 
		5'b00010: condBranch =  C;								 
		5'b00011: condBranch = ~C;								 
		5'b00100: condBranch =  N;								 
		5'b00101: condBranch = ~N;								 
		5'b00110: condBranch =  V;								 
		5'b00111: condBranch = ~V;						 		 
		default: condBranch = 1'b0;
	endcase
endmodule 
module datapath #(parameter N = 64)
					(input logic reset, clk,
					input logic reg2loc,									
					input logic AluSrc,
					input logic [3:0] AluControl,
					input logic	Branch,
					input logic memRead,
					input logic memWrite,
					input logic regWrite,	
					input logic memtoReg,									
					input logic [31:0] IM_readData,
					input logic [N-1:0] DM_readData,
					output logic [N-1:0] IM_addr, DM_addr, DM_writeData,
					output logic DM_writeEnable, DM_readEnable );					
	logic PCSrc, write_flags_E, write_flags_M;
	logic [3:0] CPSR_flags_E, CPSR_flags_M;
	logic [N-1:0] PCBranch_E, aluResult_E, writeData_E, writeData3; 
	logic [N-1:0] signImm_D, readData1_D, readData2_D;
	logic zero_E;
	logic [95:0] qIF_ID;
	logic [270:0] qID_EX;
	logic [207:0] qEX_MEM;
	logic [134:0] qMEM_WB;
	logic [9:0] qCOND_B;
	fetch 	#(64) 	FETCH 	(.PCSrc_F(PCSrc),
										.clk(clk),
										.reset(reset),
										.PCBranch_F(qEX_MEM[197:134]),
										.imem_addr_F(IM_addr));								
	flopr 	#(96)		IF_ID 	(.clk(clk),
										.reset(reset), 
										.d({IM_addr, IM_readData}),
										.q(qIF_ID));
	decode 	#(64) 	DECODE 	(.regWrite_D(qMEM_WB[134]),
										.reg2loc_D(reg2loc), 
										.clk(clk),
										.writeData3_D(writeData3),
										.instr_D(qIF_ID[31:0]), 
										.signImm_D(signImm_D), 
										.readData1_D(readData1_D),
										.readData2_D(readData2_D),
										.wa3_D(qMEM_WB[4:0]));				
	flopr 	#(271)	ID_EX 	(.clk(clk),
										.reset(reset), 
										.d({AluSrc, AluControl, Branch, memRead, memWrite, regWrite, memtoReg,	
											qIF_ID[95:32], signImm_D, readData1_D, readData2_D, qIF_ID[4:0]}),
										.q(qID_EX));	
	execute 	#(64) 	EXECUTE 	(.AluSrc(qID_EX[270]),
										.AluControl(qID_EX[269:266]),
										.PC_E(qID_EX[260:197]), 
										.signImm_E(qID_EX[196:133]), 
										.readData1_E(qID_EX[132:69]), 
										.readData2_E(qID_EX[68:5]), 
										.PCBranch_E(PCBranch_E), 
										.aluResult_E(aluResult_E), 
										.writeData_E(writeData_E), 
										.zero_E(zero_E),
										.write_flags(write_flags_E),
										.CPSR_flags_E(CPSR_flags_E));											
	flopr 	#(208)	EX_MEM 	(.clk(clk),
										.reset(reset), 
										.d({CPSR_flags_E, write_flags_E, qID_EX[265:261], PCBranch_E, zero_E, aluResult_E, writeData_E, qID_EX[4:0]}),
										.q(qEX_MEM));	
	memory				MEMORY	(.Branch_M(qEX_MEM[202]), 
										.zero_M(qEX_MEM[133]), 
										.CPSR_flags(qCOND_B[5:1]),
										.write_flags(qCOND_B[0]),
										.qIF_ID(qEX_MEM[4:0]),
										.PCSrc_M(PCSrc));
	flopr #(5) COND_B (.clk(clk),
							 .reset(reset),
							 .d({qEX_MEM[207:204], qEX_MEM[203]}),
							 .q(qCOND_B));
	assign DM_writeData = qEX_MEM[68:5];
	assign DM_addr = qEX_MEM[132:69];
	assign DM_writeEnable = qEX_MEM[200];
	assign DM_readEnable = qEX_MEM[201];
	flopr 	#(135)	MEM_WB 	(.clk(clk),
										.reset(reset), 
										.d({qEX_MEM[199:198], qEX_MEM[132:69],	DM_readData, qEX_MEM[4:0]}),
										.q(qMEM_WB));
	writeback #(64) 	WRITEBACK (.aluResult_W(qMEM_WB[132:69]), 
										.DM_readData_W(qMEM_WB[68:5]), 
										.memtoReg(qMEM_WB[133]), 
										.writeData3_W(writeData3));		
endmodule
module decode #(parameter N = 64)
					(input logic regWrite_D, reg2loc_D, clk,
					input logic [N-1:0] writeData3_D,
					input logic [31:0] instr_D,
					output logic [N-1:0] signImm_D, readData1_D, readData2_D, 
					input logic [4:0] wa3_D);  
	logic [4:0] ra2;			
	mux2 	#(5) 	ra2mux	(.d0(instr_D[20:16]), .d1(instr_D[4:0]), .s(reg2loc_D), .y(ra2));
	regfile 		registers(.clk(clk), .we3(regWrite_D), .ra1(instr_D[9:5]), .ra2(ra2), .wa3(wa3_D), 
								 .wd3(writeData3_D), .rd1(readData1_D), .rd2(readData2_D));
	signext 		ext		(.a(instr_D), .y(signImm_D));	
endmodule
module execute #(parameter N = 64)
					(input logic AluSrc,
					input logic [3:0] AluControl,
					input logic [N-1:0] PC_E, signImm_E, readData1_E, readData2_E,
					output logic [N-1:0] PCBranch_E, aluResult_E, writeData_E,
					output logic zero_E, write_flags,
					output logic [3:0] CPSR_flags_E);
	logic [N-1:0] y_mux, y_sl2;				
	mux2 alumux (.d0(readData2_E), .d1(signImm_E), .s(AluSrc), .y(y_mux));
	alu alu (.a(readData1_E), .b(y_mux), .ALUControl(AluControl), .result(aluResult_E), .write_flags(write_flags), .zero(zero_E), .CPSR_flags(CPSR_flags_E));
	sl2 sl2 (.a(signImm_E), .y(y_sl2));
	adder add (.a(PC_E), .b(y_sl2), .y(PCBranch_E));
	assign writeData_E = readData2_E;
endmodule 
module fetch #(parameter N = 64)
				(input logic PCSrc_F, clk, reset, 
				 input logic [N-1:0] PCBranch_F,
				 output logic [N-1:0] imem_addr_F);
	logic [N-1:0] addResult, muxResult;			 
	mux2 mux2 (.d0(addResult), .d1(PCBranch_F), .s(PCSrc_F), .y(muxResult));
	flopr fflop (.clk(clk), .reset(reset), .d(muxResult), .q(imem_addr_F));
	adder adder (.a(imem_addr_F), .b(64'b100), .y(addResult));
endmodule
module flopr #(parameter N=64)
				 (input logic clk,reset,
				 input logic [N-1:0] d,
				 output logic [N-1:0] q);
	always_ff @(posedge clk)
		if (reset) q <= 64'h0; 
		else q <= d;
endmodule 
module memory     (input logic Branch_M, zero_M, write_flags,
						 input logic [3:0] CPSR_flags,
                     input logic [4:0] qIF_ID,
                     output logic PCSrc_M);
    logic condBranch;
    bcondcheck branch (.CPSR_flags(CPSR_flags), .qIF_ID(qIF_ID), .condBranch(condBranch));
    assign PCSrc_M = (write_flags) ? condBranch : (Branch_M & zero_M);
 endmodule
module mux2 #(parameter N = 64)
				(input logic [N-1:0] d0, d1,
				input logic s,
				output logic [N-1:0] y);
	assign y = s ? d1 : d0;
endmodule
module regfile(input logic clk, we3,
					input logic [4:0] ra1, ra2, wa3,
					input logic [63:0] wd3,
					output logic [63:0] rd1, rd2);
	logic [61:0] regf [0:31] = '{64'd0,64'd1,64'd2,64'd3,64'd4,
										  64'd5,64'd6,64'd7,64'd8,64'd9,
										  64'd10,64'd11,64'd12,64'd13,64'd14,
										  64'd15,64'd16,64'd17,64'd18,64'd19,
										  64'd20,64'd21,64'd22,64'd23,64'd24,
										  64'd25,64'd26,64'd27,64'd28,64'd29,
										  64'd30,64'd0};
	assign rd1 = (ra1 === 5'd31) ? 64'b0 : ((wa3 === ra1) ? wd3 : regf[ra1]);
	assign rd2 = (ra2 === 5'd31) ? 64'b0 : ((wa3 === ra2) ? wd3 : regf[ra2]);
	always_ff @(posedge clk)
		if (we3) regf[wa3] <= wd3;
endmodule 
module signext (input logic [31:0] a,
                     output logic [63:0] y);
    always_comb
        casez(a[31:21])
            11'b111_1100_0010: y = {{55{a[20]}},a[20:12]};
            11'b111_1100_0000: y = {{55{a[20]}},a[20:12]};
            11'b101_1010_0???: y = {{45{a[23]}},a[23:5]};
				11'b010_1010_0???: y = {{45{a[23]}},a[23:5]};
            default: y = 64'b0;
        endcase 
endmodule 
module sl2 #(parameter N = 64)
				(input logic [N-1:0] a,					
				output logic [N-1:0] y);
	assign y[0] = 1'b0;
	assign y[1] = 1'b0;
	assign y[63:2] = a[61:0];
endmodule
module writeback #(parameter N = 64)
					(input logic [N-1:0] aluResult_W, DM_readData_W,
					input logic memtoReg,
					output logic [N-1:0] writeData3_W);					
	mux2 #(64) MtoRmux (.d0(aluResult_W), .d1(DM_readData_W), .s(memtoReg), .y(writeData3_W));
endmodule
File: ./run.sh
#!/bin/bash
# OpenROAD 26Q1-2900-gdf79404cd8, Yosys 0.63+post, stock flow scripts
make -C /OpenROAD-flow-scripts/flow DESIGN_CONFIG=/design/flow/config.mk WORK_HOME=/design/flow/orfs finish
File: ./config.mk
export PLATFORM = sky130hd
export DESIGN_NAME = datapath
export DESIGN_NICKNAME = datapath
export VERILOG_FILES = /design/flow/design.v
export SDC_FILE = /design/flow/constraint.sdc
export NUM_CORES = 4
export LEC_CHECK = 1
export CORE_UTILIZATION = 30
export SYNTH_HDL_FRONTEND = slang
File: ./constraint.sdc
current_design datapath

set clk_period 46.5
set clk_io_pct 0.2

create_clock -name clk0 -period $clk_period [get_ports {clk}]

set non_clock_inputs [all_inputs -no_clocks]
set_input_delay [expr $clk_period * $clk_io_pct] -clock clk0 $non_clock_inputs
set_output_delay [expr $clk_period * $clk_io_pct] -clock clk0 [all_outputs]
==> CHANGELOG.md <==
### Implementation results

- Initial antenna violation count: 32
- Die X-Extent: 671 um
- First-pass GRT wire length: 721,000 um
- TritonRoute pass-1 iters: 6
- Clock Tree Buf Depth: 4
- R2R Path End: EX_MEM.q[133]$_SDFF_PP0_
- Register-to-Register Path Depth: 18
- Maximum operating frequency: 0.0679 GHz
- Sum Neg Setup Slack: 0 ns
- Std-Cell Rows: 245
- Critical path class: input port to flop
- Unrepaired setup endpoints after global routing: false
- Gp weighted congestion: 1.01
- Wirelength, routed: 505,000 um
- VDD IR max: 0.0000340 V
- Final setup vio count: 0
- Area leader share: 44.3%
- DRC viols: 0
- Routed Antenna Nets: 0
- Seq/Total Area, Yosys: 55.2%
- # Post-CTS Setup Buffers: 0
- R2R Path Start: ID_EX.q[270]$_SDFF_PP0_
- M1 WL: 171,000 um
- Core area: 0.446 mm^2
- Final Max Tran Viols: 0
- Switch Pwr: 1.59 mW
- Pre-Place Util: 30.2%
- Max Cap Viol: 0
- Yosys chip area: 0.134 mm^2
- Area Overhead vs Synth: 13.9%
- Yosys cell types: 102
- Final HPWL DP: 312,000 um
- Cell internal pwr: 4.23 mW
- Final cell count without fillers: 18,400
- CTS tree: done
- # clock sinks: 2,716
- Post-route design area: 0.153 mm^2
- Clock power frac: 39.8%
- Worst Path Arrival: 15.55 ns
- H-tree levels: 5
- Pin count of the biggest net entering global routing: 136
- Leakage: 53.5 nW
- Mapped Cells: 12,400
- Yosys reg bits: 2,716
- Post-synth top area cell: edfxtp_1
- Share of cells above drive strength 1: 9.61%
- Clk slew on worst S/H paths: 0.07 ns
- Syn_area_per_cell: 10.9 um^2
- Largest fanout on the critical path: 99
- Main flop type: edfxtp_1
- Reg2Reg Setup Slack: 38.81 ns
- Met2 routed WL: 220,000 um
- # fillers: 43,200
- Hold-fix buffers, CTS: 0
- Status: finished clean
- Relative slew slack: 29.4%
- Total GRT Usage: 23.0%
- Hold depth: 1
- Tightest Pin Transition: 1.05 ns
- Dpl ws: 31.02 ns
- Count of input and output buffers: 302
- CP startpoint kind: input port
- Hold Startpoint: IF_ID.q[33]$_SDFF_PP0_
- Grt ovf: 0
- Pwr dens: 38.1 mW/mm^2
- Post-route setup slack: 31.76 ns
- WHS: 0.426 ns
- Post-Syn Area: 0.134 mm^2
- Sw frac: 27.3%
- YS warnings: 0
- Chip area: 0.451 mm^2
- Cells in synth_stat.txt: 12,400
- Root Buffer: clkbuf_16
- Cycle use final: 31.7%
- Flip-flops with a built-in enable: 1,984
- Placement Cell Area: 0.144 mm^2
- Post-CTS Resized: 0
- Initial detailed-routing violation count: 8,856
- Synth area leaders: edfxtp_1 44%, dfxtp_1 11%, nand2_1 6.5%, mux4_2 4.2%, mux2i_1 4.0%
- Share of power burned in registers: 46.0%
- CTS Buf Count: 286
- Avg WL per Cell: 27.4 um
- DR top layer: met5
- Log Warnings: 196
- Post-synth ARST share: 0%
- Crit end category: flop
- Final Hold Viols: 0
- Combinational fraction of design power: 14.2%
- Routed wl met3: 71,900 um
- Boundary Pins: 303
- Die height: 671 um
- Clock Skew: 0.0861 ns
- Via Count: 103,000
- Critical Path RT: 47.31 ns
- Clk latency of the worst-skew pair: 0.92 ns
- Hold EP: ID_EX.q[198]$_SDFF_PP0_
- Placed cell count: 17,900
- Hold Crit Class: flop to flop
- Crit path time final: 14.74 ns
- Vias/cell: 5.56
- Vias in the first global route: 102,000
metrics by stage:
stage | total power, mW | utilization, %
finish | 5.83 | 34.4
global route | 5.99 | 34.3
CTS | 5.84 | 34.3
detailed placement | 3.53 | 32.2
global placement | 3.53 | 32.2
floorplan | 3.22 | -
registers in the layout, summed over array words and instances (netlist names):
| register | cells |
|---|---|
| COND_B.q | 4 |
| FETCH.fflop.q | 64 |
| EX_MEM.q | 207 |
| ID_EX.q | 226 |
| DECODE.registers.regf | 1984 |
| IF_ID.q | 96 |
| MEM_WB.q | 135 |
how the worst max path moves through the flow:
stage                                    end     from  cells after the start
after CTS             ID_EX.q[34]$_SDFF_PP0_  reg2loc                     15
after global routing  ID_EX.q[34]$_SDFF_PP0_  reg2loc                     15
final                 ID_EX.q[34]$_SDFF_PP0_  reg2loc                     15
Yosys cell counts (all sizes together) (172+ instances only):
cell type and number:
a211oi 172, a21oi 542, a311oi 380, and3 279
buf 265, clkbuf 778, dfxtp 732, edfxtp 1984
ha 278, inv 247, mux2i 535, mux4 248
nand2 2339, nand3 587, nor2 594, nor2b 554
o21ai 323, o221ai 198
metal layers:
layer  up-vias  global-route usage, %
met1     49200                   26.2
met3      1518                   12.8
met2      6290                   33.5
met4        28                   14.6
met5         -                  0.829
li1      45500                      -
layout by cell type (no fill, tap or decap), types with 46 or more instances in the layout:
cell and count:
nand2_1 2336, edfxtp_1 1984, dfxtp_1 722, nand3_1 586, nor2_1 559, nor2b_1 550, a21oi_1 538, mux2i_1 530
a311oi_1 379, buf_4 320, o21ai_0 318, clkdlybuf4s50_1 301, clkbuf_16 295, and3_1 279, ha_1 278, mux4_2 248
inv_1 247, o221ai_1 198, a211oi_1 171, a31oi_1 149, o22ai_1 134, xnor2_1 91, xor2_1 75, mux2_2 70
nor3_1 67, a21o_1 66, clkbuf_1 66, o32a_1 63, o211ai_1 50, nand4_1 47, nand2b_1 46
worst max-delay path, cell delays in order:
cell and delay (ns):
clkdlybuf4s50_1 0.45, buf_4 0.29, mux2_8 0.69, buf_4 0.64
buf_4 0.66, buf_4 0.62, buf_4 0.69, buf_4 0.66
nand2_1 0.09, and3_1 0.20, a311oi_1 0.27, a311oi_1 0.10
a211oi_1 0.28, a21oi_1 0.07, a211oi_1 0.24
area by class of cell:
cell class	count	area (um^2)	share of cell area, %
Sequential cell	2716	74300	48.5
Multi-Input combinational cell	8369	55300	36.1
Clock buffer	390	8020	5.24
Tap cell	5928	7420	4.84
Timing Repair Buffer	641	5810	3.79
Clock inverter	125	1320	0.863
Inverter	248	931	0.608
Antenna cell	27	67.6	0.0441
power groups by stage:
stage	logic, mW	registers, mW	clock network [mW]
CTS	0.806	2.68	2.35
global route	0.874	2.68	2.44
finish	0.825	2.68	2.32
kinds of logic (layout without fill, tap and decap cells):
group,count (synthesis),after routing,synth area share [%]
xor+xnor,166,166,1.08
other cells,0,27,0
mux,855,855,8.74
flops,2716,2716,55.2
compound gates,2419,2419,12.6
simple gates,4648,4648,15.7
buf+inv,1291,1404,3.99
fa+ha+maj,281,281,2.63
No activity file was given, so power comes from the tool's default toggle rates.
