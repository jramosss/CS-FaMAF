$ cat constraint.sdc
current_design controller

set clk_period 1.6
set clk_io_pct 0.2

create_clock -name clk0 -period $clk_period

set non_clock_inputs [all_inputs -no_clocks]
set_input_delay [expr $clk_period * $clk_io_pct] -clock clk0 $non_clock_inputs
set_output_delay [expr $clk_period * $clk_io_pct] -clock clk0 [all_outputs]
$ cat design.v
module aludec (input  logic [10:0] funct,  
					input  logic [1:0]  aluop,  
					output logic [3:0] alucontrol);  				
	logic [7:0] fun;
	always_comb
		if (aluop == 2'b00) alucontrol = 4'b0010;			 
		else if ((aluop == 2'b01) & (funct[10:3] == 8'b10110100)) alucontrol = 4'b0111; 	 
		else if ((aluop == 2'b01)  & (funct[10:3] == 8'b01010100)) alucontrol = 4'b1001;  
		else if((aluop == 2'b10)  & (funct == 11'b10001011000)) alucontrol = 4'b0010;	 
		else if((aluop == 2'b10)  & (funct == 11'b11001011000)) alucontrol = 4'b0110;	 
		else if((aluop == 2'b10)  & (funct == 11'b10001010000)) alucontrol = 4'b0000;	 
		else if((aluop == 2'b10)  & (funct == 11'b10101010000)) alucontrol = 4'b0001;	 
		else if((aluop == 2'b10)  & (funct == 11'b10101011000)) alucontrol = 4'b1010;  
		else if((aluop == 2'b10)  & (funct == 11'b11101011000)) alucontrol = 4'b1110;  
		else alucontrol = 4'b0000;
endmodule
module controller(input logic [10:0] instr,
						output logic [3:0] AluControl,						
						output logic reg2loc, regWrite, AluSrc, Branch,
											memtoReg, memRead, memWrite);
	logic [1:0] AluOp_s;
	maindec 	decPpal 	(.Op(instr), 
							.Reg2Loc(reg2loc), 
							.ALUSrc(AluSrc), 
							.MemtoReg(memtoReg), 
							.RegWrite(regWrite), 
							.MemRead(memRead), 
							.MemWrite(memWrite), 
							.Branch(Branch), 
							.ALUOp(AluOp_s));	
	aludec 	decAlu 	(.funct(instr), 
							.aluop(AluOp_s), 
							.alucontrol(AluControl));
endmodule
module maindec(input logic [10:0] Op,
					output logic Reg2Loc, ALUSrc, MemtoReg, RegWrite, MemRead, MemWrite, Branch, 
					output logic [1:0] ALUOp);
	logic [0:8] outp;
	always_comb begin	
		casez(Op)
			11'b111_1100_0010: outp = 9'b0_1111_0000;
			11'b111_1100_0000: outp = 9'b1_1000_1000;
			11'b101_1010_0???: outp = 9'b1_0000_0101;
			11'b010_1010_0???: outp = 9'b1_0000_0101;
			11'b100_0101_1000: outp = 9'b0_0010_0010;
			11'b110_0101_1000: outp = 9'b0_0010_0010;
			11'b100_0101_0000: outp = 9'b0_0010_0010;
			11'b101_0101_0000: outp = 9'b0_0010_0010;
			11'b101_0101_1000: outp = 9'b0_0010_0010;
			11'b111_0101_1000: outp = 9'b0_0010_0010;
			default: outp = 9'b0;
		endcase 
	end 
	assign Reg2Loc = outp[0];
	assign ALUSrc = outp[1];
	assign MemtoReg = outp[2]; 
	assign RegWrite = outp[3];
	assign MemRead = outp[4];
	assign MemWrite = outp[5];
	assign Branch = outp[6];
	assign ALUOp = outp[7:8];
endmodule 
$ cat config.mk
export PLATFORM = sky130hd
export DESIGN_NAME = controller
export DESIGN_NICKNAME = controller
export VERILOG_FILES = /design/flow/design.v
export SDC_FILE = /design/flow/constraint.sdc
export NUM_CORES = 4
export LEC_CHECK = 1
export CORE_AREA = 10 10 70 70
export DIE_AREA = 0 0 80 80
export SYNTH_HDL_FRONTEND = slang
$ cat run.sh
#!/bin/bash
# OpenROAD 26Q1-2900-gdf79404cd8, Yosys 0.63+post, stock flow scripts
make -C /OpenROAD-flow-scripts/flow DESIGN_CONFIG=/design/flow/config.mk WORK_HOME=/design/flow/orfs finish
==> CHANGELOG.md <==
### Changed

* Share of cells above drive strength 1 at 0.7123
* Worst Path Required at about 1300 ps
* Hold depth at 6
* Leak at about 0.33 nW
* Type of the worst min-delay path: input port to output port
* Vias in the first global route at approximately 390
* Worst-path cell chain: buf_6 > or4b_4 > nor4_4 > buf_4 > o22ai_2 > a21bo_1 > buf_2
* Setup crit end kind: output port
* CP arrival at between 1500 and 2000 ps
* Syn-to-layout area delta at 185.6%
* First-pass GRT wire length at roughly 1800 um
* Pre-antenna DRT Iters at 2
* Max-slew headroom at 0.7866
* Highest Signal Layer: met3
* First DRT Iteration DRCs at 3
* Crit-path max FO at 3
* Final WS setup at -443.0 ps
* RePlAce Congestion at roughly 0.79
* Fin crit share at 1.277
* Cell Type Count at 24
* CP Class: input port to output port
* M1 WL at 472 um
* Flops at 0
* DR WL met2 at ~600 um
* RSZ-0062 raised after global routing: true
* Worst hold slack at about 1100 ps
* Initial antenna violation count at 0
* Flop pwr share at 0
* Hold Startpoint: instr[0]
* Register area at 0 um2
* Total GRT Usage at 0.03279
* Critical path's slowest cell: or4b_4
* Mapped Avg Cell Area at 6.863 um2
* Worst-Margin Slew at 317.1 ps
* Core area at around 3400 um2
* Drt total wl at 1171 um
* Die X at 80 um
* Crit-path leading delay family: simple AND/OR/NAND/NOR gates
* Outcome: finished, violations left
* Final worst path period need at between 2000 and 2500 ps
* OpenROAD warning count at 35
* Post-CTS Hold Fix Bufs at 0
* Clock power frac at 0
* DRT antenna net count at 0
* Num rows at 21
* Switch Pwr at ~0.036 mW
* Inserted Diodes at 0
* Sw Share at 0.4413
* Hold Fails Final Rpt at 0
* Top Layout Cells: buf_4 (16), buf_2 (12), buf_6 (6)
* Min-Delay Endpoint: AluControl[2]
* Cell Pwr Density at 127.0 nW/um2
* Failing checks: setup timing
* Setup-failing EPs final at 10
* Most common logic cell in the routed design: buf_4
* Die height at about 80 um
* Post-synth seq share at 0
* Max Cap Viol at 0
* I/O Buffers at 22
* Pin count of the biggest net entering global routing at 8
* CP Launch Type: input port
* CP max stage delay at slightly below 600 ps
* Avg WL per Cell at 9.840 um
* Mapped Area at about 230 um2
* Post-Syn Instances at 33
* DR vias/cell at about 3.3
* Peak supply drop at 0.00002210 V
* Via count at between 300 and 400
* Place WS at -1120 ps
* Int Pwr at approximately 0.046 mW
* Clock buffers at 0
* Drc violations at 0
* Yosys warns at 0
* Congestion Overflow GR at 0
* Initial Util at 0.06630
* Die footprint at about 6400 um2
* HPWL Detailed at between 900 and 1000 um
* Yosys Chip Area at ~230 um2
* Met3 Routed Length at 115 um
* Comb power frac at 1.000
* I/O pins at 22
* Final Max Slew Viols at 0
* Worst path bufs/invs at 3
* Yosys stat cell total at 33
* Setup_tns at -3285 ps
* Max Fclk at approximately 490 MHz
## power by group through the flow
stage                 registers [mW]  logic (mW)  clock network (mW)
final                              0      0.0822                   0
after CTS                          0      0.0798                   0
after global routing               0      0.0882                   0
## synthesized netlist by cell type (2+ instances only)
library cell  instances  area (um2)
nand2b_2              2       17.52
nand2_1               6       22.52
nand2b_1              2       12.51
nor2_1                2       7.510
inv_1                 2       7.510
## layer usage
layer | GRT usage | up-vias
met5 | 0 | -
met3 | 0.01023 | 0
li1 | - | 202
met2 | 0.06501 | 15
met4 | 0 | 0
met1 | 0.03430 | 177
## worst min-delay path, stage by stage
cell      delay [ps]
buf_6             60
or4b_4           160
nor4_4            60
nand2_1           60
a21boi_1          50
buf_2            110
## through the flow
| step | util | cells | area (um2) | power, mW |
|---|---|---|---|---|
| CTS | 0.1861 | 119 | 635.6 | 0.07983 |
| global placement | 0.1718 | 110 | 586.8 | 0.07592 |
| global route | 0.1894 | 119 | 646.9 | 0.08816 |
| finish | 0.1894 | 119 | 646.9 | 0.08217 |
| floorplan | - | 33 | 241.5 | 0.02104 |
| detailed placement | 0.1718 | 110 | 586.8 | 0.07681 |
## worst max path at each step
| stage | start | endpoint | slack, ps | cells past startpoint |
|---|---|---|---|---|
| CTS | instr[2] | AluControl[1] | -500 | 7 |
| global route | instr[0] | AluControl[1] | -510 | 7 |
| finish | instr[0] | AluControl[1] | -440 | 7 |
## area by class of cell
cell class	count	area [um2]
multi-input cells	30	279.0
fillers	381	2769
well taps	46	57.56
inverters	2	7.507
repair buffers	41	302.8
## repair_timing
item / 4_1_cts / 5_1_grt
resized: 69 / 9
setup buffers: 11 / 2
setup endpoints to repair: 11 / 11
pin swaps: 15 / 7
cloned: 0 / 0
## logic make-up (layout without fill, tap and decap cells)
logic type	Yosys count	count (layout)	share of synthesized area
buf+inv	3	43	0.06632
compound gates	7	7	0.2155
simple gates	23	23	0.7182
Power is estimated from default activity; no workload was simulated.
