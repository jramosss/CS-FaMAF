File: ./design.v
module imem #(parameter N = 32)
				(input logic [6:0] addr,
				output logic [N-1:0]q);
	logic [N-1:0] ROM [0:55] = '{default:32'b0};
	always_comb begin
ROM [0:55] ='{32'hf8000001,
32'hf8008002,
32'hf8000203,
32'h8a1602b4,
32'h8b1f03ff,
32'h8b1f03ff,
32'h8b1f03ff,
32'hf8018014,
32'haa1602b4,
32'h8b1f03ff,
32'h8b1f03ff,
32'h8b1f03ff,
32'hf8020014,
32'hcb030294,
32'h8b1f03ff,
32'h8b1f03ff,
32'h8b1f03ff,
32'hf8028014,
32'hf840000d,
32'h8b1f03ff,
32'h8b1f03ff,
32'h8b1f03ff,
32'hf803000d,
32'hf803801f,
32'hb40000a0,
32'h8b1f03ff,
32'h8b1f03ff,
32'h8b1f03ff,
32'hf8040015,
32'h8b1e03c1,
32'h8b0503e2,
32'h8b0a03e3,
32'h8b1f03ff,
32'h8b1f03ff,
32'h8b1f03ff,
32'h8b0c0021,
32'hb400009f,
32'h8b1f03ff,
32'h8b1f03ff,
32'h8b1f03ff,
32'heb050042,
32'h540000c0,
32'h8b1f03ff,
32'h8b1f03ff,
32'h8b1f03ff,
32'hf8000022,
32'h8b080021,
32'heb050063,
32'h540000e1,
32'h8b1f03ff,
32'h8b1f03ff,
32'h8b1f03ff,
32'hf8000023,
32'h8b080021,
32'hb4ffff3f,
32'hb400001f};
			q = ROM[addr];
	end
endmodule
File: ./run.sh
#!/bin/bash
# OpenROAD 26Q1-2900-gdf79404cd8, Yosys 0.63+post, stock flow scripts
make -C /OpenROAD-flow-scripts/flow DESIGN_CONFIG=/design/flow/config.mk WORK_HOME=/design/flow/orfs finish
File: ./config.mk
export PLATFORM = sky130hd
export DESIGN_NAME = imem
export DESIGN_NICKNAME = imem
export VERILOG_FILES = /design/flow/design.v
export SDC_FILE = /design/flow/constraint.sdc
export NUM_CORES = 4
export LEC_CHECK = 1
export CORE_AREA = 10 10 90 90
export DIE_AREA = 0 0 100 100
export SYNTH_HDL_FRONTEND = slang
File: ./constraint.sdc
current_design imem

set clk_period 2.2
set clk_io_pct 0.2

create_clock -name clk0 -period $clk_period

set non_clock_inputs [all_inputs -no_clocks]
set_input_delay [expr $clk_period * $clk_io_pct] -clock clk0 $non_clock_inputs
set_output_delay [expr $clk_period * $clk_io_pct] -clock clk0 [all_outputs]
==> impl_metrics.py <==
# Synthesis and PnR figures
metrics = {
    "sta": {
        "worst-slew-pin-transition_ns": 0.377,
        "relSlewSlack_pct": 74.6,
        "fin_tns_setup_ns": -0.829,
        "rsz_0062_raised_after_global_routing": "yes",
        "report.final.hold_viol_count": 0,
        "clock.fmax_ghz": 0.421,
        "fin_ws_ns": -0.176,
        "post-route-period-util_pct": 108,
        "timing.final.setup_violations": 11,
        "timing_max_transition_violations_final": 0,
        "finalCriticalPeriod_ns": 2.38,
    },
    "routing": {
        "detailedRoute.firstPassIterationCount": 5,
        "wirelength_um": 8140,
        "num_antenna_cells": 0,
        "antenna_left": 0,
        "detailroute.via_count": 2357,
        "drt-vias-per-instance": 5.71,
        "routed_wire_length_per_instance_um": 19.7,
        "drtIter0Drc": 339,
        "drc_markers": 0,
    },
    "cts": {
        "cts_hold_buf": 0,
    },
    "yosys": {
        "synthXorXnorAreaFrac_pct": 0,
        "synth-area-yosys_mm2": 0.00127,
        "commonest_cells_in_the_netlist": "25 x sky130_fd_sc_hd__nand2_1, 19 x sky130_fd_sc_hd__nor2_1, 19 x sky130_fd_sc_hd__o21ai_0",
        "synthesis.instances": 206,
        "synthSimpleGateAreaFrac_pct": 32.5,
        "count_of_cell_types_in_the_netlist": 54,
        "yosys-top-cells-area": "sky130_fd_sc_hd__o21ai_0 7.5%, sky130_fd_sc_hd__nand2_1 7.4%, sky130_fd_sc_hd__ha_1 5.9%",
        "synth.avg_cell_area_um2": 6.18,
        "yosysTopAreaCellShare_pct": 7.47,
        "synth.cell_area_mm2": 0.00127,
        "compound_area_share_pct": 44.1,
        "synth.cellmix.adderShare_pct": 5.89,
        "yosys-mux-area-fraction_pct": 3.24,
        "most_common_cell": "sky130_fd_sc_hd__nand2_1",
        "largest_logic_family": "AND-OR/OR-AND gates",
        "ys_warn_count": 0,
        "synth.largest_area_cell": "sky130_fd_sc_hd__o21ai_0",
        "yosys.stat.seqShare_pct": 0,
        "number_of_cells_in_the_yosys_synthesis_report": 206,
    },
    "flow_run": {
        "max-cap-violations": 0,
        "warning_count": 40,
    },
    "global_route": {
        "first_global_vias": 2210,
        "grt_antenna_before_repair": 0,
        "global_route.usage.total_pct": 13.6,
        "grt_pass1_wl_um": 11400,
        "grt_max_degree": 12,
        "remaining_global_route_overflow": 0,
    },
    "cells_and_area": {
        "relative_area_change_from_synthesis_to_final_layout_pct": 139,
        "seq_cell_count": 0,
        "final.clkbuf_count": 0,
        "drive_gt1_share_pct": 62.5,
        "finalCoreUtilization_pct": 48.5,
        "seq_area_um2": 0,
        "finish.instance_area_mm2": 0.00305,
    },
    "status": {
        "status": "finished, violations left",
        "failed_checks": "negative setup slack",
    },
    "power": {
        "power_report.internal_total_mw": 0.372,
        "cellPowerDensity_mw_per_mm2": 224,
        "p_leak_nw": 1.45,
        "sequentialPowerShare_pct": 0,
        "worst_case_vdd_ir_drop_mv": 0.148,
        "pwr-share-clk_pct": 0,
        "sw_frac_of_total_pct": 45.5,
        "power.net_switching_mw": 0.311,
        "combinationalPowerShare_pct": 100.0,
    },
    "setup_path": {
        "data_arrival_time_of_the_worst_path_ns": 1.94,
        "worst_path_required_ns": 1.76,
        "path_class": "input port to primary output",
        "crit_fanout": 6,
        "worst_setup_path_end_kind": "primary output",
        "setup_crit_start": "addr[1]",
        "worstSetupStartpointType": "input port",
    },
    "placement": {
        "place.detailed.hpwl_um": 4570,
        "finalWeightedCongestion": 0.954,
        "postPlaceCellArea_mm2": 0.00215,
        "placement.setup.worst_slack_ns": -0.969,
        "portBuffers": 38,
    },
    "floorplan": {
        "chip_area_mm2": 0.0100,
        "core_util_floorplan_pct": 20.3,
        "floorplan.die.width_um": 100,
        "io_pins": 39,
        "floorplan.core_area_mm2": 0.00628,
        "num_rows": 29,
        "floorplan.die.height_um": 100,
    },
    "worst_hold_path": {
        "worstHoldPathType": "input port to primary output",
        "hp-start": "addr[4]",
    },
}
power groups by stage:
| stage | logic, mW | registers, mW | clock network [mW] |
|---|---|---|---|
| 5_1_grt | 0.715 | 0 | 0 |
| 6_report | 0.683 | 0 | 0 |
| 4_1_cts | 0.583 | 0 | 0 |
cell usage in the layout, fill, tap and decap left out, drive strengths merged, types with 5 or more instances in the layout:
master,netlist,final
inv,8,8
nand2b,7,7
nand2,25,25
o21ai,20,20
nor3,5,5
nand3,7,7
buf,20,135
a21oi,11,11
clkbuf,6,5
dlymetal6s2s,0,7
ha,6,6
nor2,19,19
o211ai,8,8
nor2b,9,9
routing by layer:
layer  up-vias  routed length (µm)  share of wire [%]  global-route usage, %
li1       1028                   -                  -                      -
met1      1122                3430                 42                   17.7
met2       185                3840                 47                   21.7
met3        22                 688                8.4                   2.78
met4         0                 183                2.2                   4.89
met5         -                   0                  0                      0
stage by stage:
step	hold slack (ns)	instances	power, mW
after floorplan	1.02	206	0.204
after global placement	2.08	366	0.464
after detailed placement	2.08	366	0.462
after CTS	1.43	403	0.583
after global routing	1.42	413	0.715
final	1.40	413	0.683
what timing repair did:
item                                   4_1_cts  5_1_grt
gates resized                              154       74
pin swaps                                   38       34
endpoints found under the hold margin        0        0
cloned                                       3        0
setup endpoints to repair                   32       31
setup buffers                               35       10
worst paths after layout:
| check | depth (start not counted) | slack [ns] | to |
|---|---|---|---|
| worst min-delay path | 5 | 1.40 | q[18] |
| worst max-delay path | 8 | -0.18 | q[24] |
logic make-up after synthesis:
logic type               Yosys count
AND-OR/OR-AND                     79
AND/OR/NAND/NOR                   83
multiplexers                       4
adder cells (fa/ha/maj)            6
buffers and inverters             34
area by class of cell:
| type | count | area (µm²) |
|---|---|---|
| inverter | 8 | 45.0 |
| timing repair buffer | 156 | 1410 |
| multi-input combinational | 172 | 1490 |
| fill | 482 | 3230 |
| tap | 77 | 96.3 |
worst max-delay path, stage by stage:
cell and delay [ns]:
sky130_fd_sc_hd__buf_12 0.10, sky130_fd_sc_hd__inv_8 0.04, sky130_fd_sc_hd__ha_4 0.18, sky130_fd_sc_hd__and3b_1 0.21
sky130_fd_sc_hd__nor3_4 0.28, sky130_fd_sc_hd__a2bb2oi_4 0.10, sky130_fd_sc_hd__nand3_1 0.10, sky130_fd_sc_hd__clkdlybuf4s50_1 0.47
Power and IR drop assume default switching activity.
